==> flow/design.v <==
`timescale 1ns / 1ps
module ALU(clk,a, b, alufn, enable, otp, zero, overflow);
    input wire clk;
    input wire [7:0] a;
    input wire [7:0] b;
    input wire [5:0] alufn;  
    input wire 	     enable;
    output reg [7:0] otp;
    output reg zero;  
    output reg overflow;
    always @(*)
    begin
	if(enable) begin
        casex(alufn)
            6'b0000xx: begin
        if(alufn[1:0] == 2'b00)
            begin  
                otp = a + b;
                zero = (otp==0)?1:0;
                if ((a >= 0 && b >= 0 && otp < 0) || (a < 0 && b < 0 && otp >= 0))
                    overflow = 1;
                else
                    overflow = 0;
            end
        else if(alufn[1:0] == 2'b01)  
            begin
                otp = a-b;
                zero = (otp==0)?1:0;
                if ((a >= 0 && b < 0 && otp < 0) || (a < 0 && b >= 0 && otp > 0))
                    overflow = 1;
                else
                    overflow = 0;
            end
        else if (alufn[1:0] == 2'b10)  
            begin
                otp = a*b;
                zero = (otp==0)?1:0;
                overflow = 0;
            end
    end
            6'b0001xx: begin
        case (alufn[1:0])
        2'b00:  
            begin
                otp = a & b;
                overflow = 0;
                zero = (otp==0)?1:0;
            end
        2'b01:  
            begin
                otp = a | b;
                overflow = 0;
                zero = (otp==0)?1:0;
            end
        2'b10:   
                begin
                    otp = a ^ b;
                    overflow = 0;
                    zero = (otp==0)?1:0;
                end
        endcase
    end
            6'b0010xx: begin
        case(alufn[1:0])
        2'b00:  
            begin
                otp = a<<b;
                zero = (otp == 0)?1:0;
                overflow = 0;
            end
        2'b01:  
            begin
                otp = a>>b;
                zero = (otp == 0)?1:0;
                overflow = 0;
            end
        2'b10:  
            begin
                otp = (a<b)? 1:0;
                zero = (otp == 0 && a!=b)?1:0;
                overflow = 0;
            end
	2'b11:  
	    begin
		otp = (a==b)?1:0;
		zero = (otp==0)?1:0;
		overflow = 0;
	    end
        endcase
    end
            default:
            begin 
                otp = {8{1'b0}};
            end
        endcase
    end
    else begin
	otp = {8{1'b0}};
	end
end
endmodule 
`timescale 1ns / 1ps
module CPU( input clk,
	input rst,
	input reg [31:0] inst,
	input reg[63:0]	main_memory_input_data_path,
	output reg[63:0] main_memory_output_data_path,
	output wire[31:0] pc_inst_addr,
	output wire		Vector_Write_Access, 
	output wire		Memory_Write_Access,
	output wire		Load_Vector_Flag,
	output wire 		Load_Word_Flag,
	output wire[11:0]	Main_Memory_Address
	);
	reg[31:0]	instruction;
    	wire[31:0]	reg_data1;
	reg[31:0]	temp_reg_data1;
	wire[5:0]		Opcode;
	wire		Branch_Control;
	wire		Jump_Control;
	wire		Word_Reg_Write_Enable;
	wire		Vect_Reg_Write_Enable;
	wire		Vector_vs_Word;
	wire		Reg_Imm_Flag;
	wire[4:0]	destination_reg;
	wire[4:0] 	source_reg1;
	wire[4:0] 	source_reg2;
	wire[7:0] 	operand1;
	wire[7:0]	temp_operand2;
	wire[7:0] 	operand2;
	wire[7:0] 	alu_output_word;
	wire[7:0]	data_to_wordreg;
	wire[63:0] 	vect_operand1;
	wire[63:0]	vect_operand2;
	wire[63:0]	vpu_vec_output;
	wire[63:0]	data_to_vec_reg;
	wire 		zero;
	wire		overflow;
	reg[63:0] 	vector_output_memory;
	reg[7:0]	word_output_memory;
	wire[63:0]	vector_input_memory;
	wire[7:0]	word_input_memory;
ProgramCounter prc(.clk(clk),
	.reset(rst),
	.zero(zero),
	.branch(Branch_Control),
	.jump(Jump_Control),
	.regAddress(reg_data1),
	.pc(pc_inst_addr)
);
always @(*) 
    begin
	if (pc_inst_addr != 32'hFFFFFFFF) begin
    		instruction = inst;
		end
end
control_unit control_signal(.instruction(instruction),
	.ALUOp(Opcode),
	.VecWrite(Vector_Write_Access),
	.MemWrite(Memory_Write_Access),
	.Branch(Branch_Control),
	.Jump(Jump_Control),
	.RegWriteEnable(Word_Reg_Write_Enable),
	.VecRegWriteEnable(Vect_Reg_Write_Enable),
	.MemToVecReg(Load_Vector_Flag),
	.MemToReg(Load_Word_Flag),
	.TypeDetect(Vector_vs_Word),
	.ALUSrc(Reg_Imm_Flag)
);
mux32bit RegAddselect(.select(Jump_Control),
	.in0(temp_reg_data1),
	.in1(instruction[25:0]),
	.out(reg_data1)
);
assign destination_reg = instruction[25:21];
assign source_reg1 = instruction[20:16];
assign source_reg2 = instruction[15:11];
mux DataToReg(.select(Load_Word_Flag),
	.in0(alu_output_word),
	.in1(word_output_memory),
	.out(data_to_wordreg)
);
mux64bit VectToReg(.select(Load_Vector_Flag),
	.in0(vpu_vec_output),
	.in1(vector_output_memory),
	.out(data_to_vec_reg)
);
Register_File reg_value_retrival_And_Update(.clk(clk),
		.read_addr1(source_reg1),
		.read_addr2(source_reg2),
		.read_data1(operand1),
		.read_data2(temp_operand2),
		.write_addr(destination_reg),
		.write_data(data_to_wordreg),
		.write_enable((Word_Reg_Write_Enable & !Vect_Reg_Write_Enable) | Load_Word_Flag)
);
mux decision_between_immediate_reg(.select(Reg_Imm_Flag),
	.in0(temp_operand2),
	.in1(instruction[15:8]),
	.out(operand2)
);
VectorRegisterFile vect_value_retrival_And_Update(.clk(clk),
		.read_addr1(source_reg1),
		.read_addr2(source_reg2),
		.read_data1(vect_operand1),
		.read_data2(vect_operand2),
		.write_addr(destination_reg),
		.write_data(data_to_vec_reg),
		.write_enable((Vect_Reg_Write_Enable & !Word_Reg_Write_Enable) | Load_Vector_Flag)
);
ALU alu(.clk(clk),
	.a(operand1), 
	.b(operand2), 	
	.alufn(Opcode), 
	.enable(Vector_vs_Word), 
	.otp(alu_output_word), 
	.zero(zero), 
	.overflow(overflow)
);
VPU vpu(.clk(clk),
	.a(vect_operand1),
	.b(vect_operand2),
	.enable((!Vector_vs_Word) & (Vect_Reg_Write_Enable)),
	.opCode(Opcode),
	.out(vpu_vec_output)
);
assign vector_input_memory = vect_operand1;
assign word_input_memory = operand1;
always @(posedge clk) begin
	if (Load_Word_Flag & !Memory_Write_Access & !Load_Vector_Flag & !Vector_Write_Access) begin
		word_output_memory = main_memory_input_data_path[7:0];
	end
	else if (!Load_Word_Flag & !Memory_Write_Access & Load_Vector_Flag & !Vector_Write_Access) begin
		vector_output_memory = main_memory_input_data_path;
	end
	else if(Load_Word_Flag & !Memory_Write_Access & Load_Vector_Flag & !Vector_Write_Access) begin
		temp_reg_data1 = main_memory_input_data_path[31:0];
		end
end
always @(negedge clk) 
    begin
    if(!Load_Word_Flag & Memory_Write_Access & !Load_Vector_Flag & !Vector_Write_Access) begin
	main_memory_output_data_path[63:8] = 56'h00000000000000;
        main_memory_output_data_path[7:0] = word_input_memory;
    end 
    else if (!Load_Word_Flag & !Memory_Write_Access & !Load_Vector_Flag & Vector_Write_Access) begin
	main_memory_output_data_path = vector_input_memory;
    end
    else if ((!Load_Word_Flag & Memory_Write_Access & !Load_Vector_Flag & Vector_Write_Access)) begin
	main_memory_output_data_path[63:32] = 32'h00000000;
	main_memory_output_data_path[31:0] = pc_inst_addr;
	end
end
assign Main_Memory_Address = instruction[11:0];
endmodule
`timescale 1ns / 1ps
module control_unit(
    input [31:0] instruction,
    output reg 	     TypeDetect,  
    output reg       ALUSrc,     
    output reg       MemToReg,   
    output reg       MemToVecReg,  
    output reg       RegWriteEnable,   
    output reg       VecRegWriteEnable,  
    output reg       VecWrite,    
    output reg       MemWrite,   
    output reg       Branch,     
    output reg [5:0] ALUOp,      
    output reg       Jump        
);
wire [5:0] opcode;
assign opcode = instruction [31:26];
reg [15:0]  controlSignals[63:0];
initial
begin
    controlSignals[6'b000000] = 16'b0010010000000000;  
    controlSignals[6'b000001] = 16'b0010010000000010;  
    controlSignals[6'b000010] = 16'b0010010000000100;  
    controlSignals[6'b000100] = 16'b0010010000001000;  
    controlSignals[6'b000101] = 16'b0010010000001010;  
    controlSignals[6'b000110] = 16'b0010010000001100;  
    controlSignals[6'b001000] = 16'b0010010000010000;  
    controlSignals[6'b001001] = 16'b0010010000010010;  
    controlSignals[6'b001010] = 16'b0010010000010100;  
    controlSignals[6'b001011] = 16'b0010010000010110;  
    controlSignals[6'b010000] = 16'b0100000000100000;  
    controlSignals[6'b010001] = 16'b0100000000100010;  
    controlSignals[6'b010010] = 16'b0100000000100100;  
    controlSignals[6'b001101] = 16'b0011010000000000;  
    controlSignals[6'b001110] = 16'b0011010000001000;  
    controlSignals[6'b001111] = 16'b0011010000001100;  
    controlSignals[6'b100011] = 16'b0011000010010110;  
    controlSignals[6'b011111] = 16'b0011000010010100;  
    controlSignals[6'b101101] = 16'b1001000000000000;  
    controlSignals[6'b101110] = 16'b0001000100000000;  
    controlSignals[6'b100101] = 16'b0001100000000000;  
    controlSignals[6'b100110] = 16'b0001001000000000;  
    controlSignals[6'b101000] = 16'b0011010000010100;  
    controlSignals[6'b110000] = 16'b0000000011100001;  
    controlSignals[6'b101100] = 16'b0000001100000000;  
    controlSignals[6'b101111] = 16'b1000100000000000;  
end
always @(instruction)
    begin
	MemToVecReg = controlSignals[opcode][15];
	VecRegWriteEnable = controlSignals[opcode][14];
	TypeDetect = controlSignals[opcode][13];
        ALUSrc   = controlSignals[opcode][12];
        MemToReg = controlSignals[opcode][11];
        RegWriteEnable = controlSignals[opcode][10];
        MemWrite = controlSignals[opcode][9];
        VecWrite  = controlSignals[opcode][8];
        Branch   = controlSignals[opcode][7];
        ALUOp    = controlSignals[opcode][6:1];
        Jump     = controlSignals[opcode][0];
    end
endmodule
`timescale 1ns / 1ps
module ProgramCounter(
    input clk,
    input reset,
    input zero,
    input branch,
    input jump,
    input [31:0] regAddress,
    output reg [31:0] pc 
);
    wire [31:0] pcPlus4;
    reg [1:0] pcControl;
    initial
    begin
        pc = 32'h00000000;
	pcControl <= 2'b00;
    end
    assign pcPlus4 = pc + 4;
    always @(negedge clk)
    begin
        if(reset == 1)
            pc <= 32'h00000000;
        else
        begin
        pcControl = ( branch==1 & zero == 1)? 2'b01: 2'b00;
        pcControl = (jump)?2'b01:pcControl;
            case(pcControl)
                2'b00: pc <= pcPlus4;                                                        
                2'b01: pc <= regAddress;                                                     
            endcase
        end
    end
endmodule
`timescale 1ns / 1ps
module Register_File(
        clk,
        read_addr1,
        read_addr2,
        read_data1,
        read_data2,
        write_addr,
        write_data,
        write_enable
    );
input wire clk;
input wire [4:0]  read_addr1;
input wire [4:0]  read_addr2;
input wire [4:0]  write_addr;
input wire [7:0] write_data;
input wire        write_enable;
output reg [7:0] read_data1;
output reg [7:0] read_data2;
    reg [7:0] Register_File [31:0];  
initial begin
end
always @(posedge(clk))
    begin
    read_data1 = 8'b00000000;
    read_data2 = 8'b00000000;
    if (read_addr1 != 5'b11111) begin
        read_data1 = Register_File[read_addr1];
    end 
    if (read_addr2 != 5'b11111) begin
        read_data2 = Register_File[read_addr2]; 
    end
    end
always @(negedge(clk))
    begin
    if (write_enable) begin
        if (write_addr != 5'b11111) begin
            Register_File[write_addr] = write_data;   
        end
    end
   end
endmodule
module VPU(
    input wire clk,
    input wire [63:0] a,
    input wire [63:0] b,
    input wire 	      enable,
    input wire [5:0] opCode,  
    output reg [63:0] out);
    reg [31:0] temp;
    initial begin
	out = {64{1'b0}};
    end
    always @(*) begin
	if (enable) begin
	case(opCode)
	6'b010000: begin
	out[7:0] = a[7:0] + b[7:0];
	out[15:8] = a[15:8] + b[15:8];
	out[23:16] = a[23:16] + b[23:16];
	out[31:24] = a[31:24] + b[31:24];
	out[39:32] = a[39:32] + b[39:32];
	out[47:40] = a[47:40] + b[47:40];
	out[55:48] = a[55:48] + b[55:48];
	out[63:56] = a[63:56] + b[63:56];
	end
	6'b010001: begin
	out[7:0] = a[7:0] - b[7:0];
	out[15:8] = a[15:8] - b[15:8];
	out[23:16] = a[23:16] - b[23:16];
	out[31:24] = a[31:24] - b[31:24];
	out[39:32] = a[39:32] - b[39:32];
	out[47:40] = a[47:40] - b[47:40];
	out[55:48] = a[55:48] - b[55:48];
	out[63:56] = a[63:56] - b[63:56];
	end
	6'b010010: begin
	temp[15:0] = a[7:0]*b[7:0];
	temp[31:16] = temp[15:0];
	temp[15:0] = a[15:8]*b[15:8];
	temp[31:16] = temp[31:16] + temp[15:0];
	temp[15:0] = a[23:16]*b[23:16];
	temp[31:16] = temp[31:16] + temp[15:0];
	temp[15:0] = a[31:24]*b[31:24];
	temp[31:16] = temp[31:16] + temp[15:0];
	temp[15:0] = a[39:32]*b[39:32];
	temp[31:16] = temp[31:16] + temp[15:0];
	temp[15:0] = a[47:40]*b[47:40];
	temp[31:16] = temp[31:16] + temp[15:0];
	temp[15:0] = a[55:48]*b[55:48];
	temp[31:16] = temp[31:16] + temp[15:0];
	temp[15:0] = a[63:56]*b[63:56];
	temp[31:16] = temp[31:16] + temp[15:0];
	out[7:0] = temp[23:16];
	end
endcase
end
else begin
out = {64{1'b0}};
end
end
endmodule
`timescale 1ns / 1ps
module VectorRegisterFile(
        clk,
        read_data1,
        read_data2,
	read_addr1,
	read_addr2,
        write_data,
	write_addr,
        write_enable
    );
input wire clk;
input wire [63:0] write_data;
input wire        write_enable;
input wire [4:0] write_addr;
input wire [4:0] read_addr1;
input wire [4:0] read_addr2;
output reg [63:0] read_data1;
output reg [63:0] read_data2;
reg [63:0] Register_File [2:0];  
always @(posedge(clk))
    begin
     if (read_addr1 != 5'b11111) begin
	    read_data1 = Register_File[read_addr1];
    	end	
     if (read_addr2 != 5'b11111) begin
    	read_data2 = Register_File[read_addr2];	
    	end
end
always @(negedge(clk))
    begin
        if (write_enable) begin
    	    if (write_addr != 5'b11111) begin
    	        Register_File[write_addr] = write_data;  
    	    end 
        end
    end
endmodule 
`timescale 1ns / 1ps
module mux(in0, in1, select, out);
    input wire select; 
    input wire [7:0] in0;
    input wire [7:0] in1;
    output reg[7:0] out;
    always @(*)
    begin
        if(select == 0)
        begin
            out <= in0;
        end
        else begin
            out <= in1;
        end
    end
endmodule
`timescale 1ns / 1ps
module mux32bit(in0, in1, select, out);
    input wire select; 
    input wire [31:0] in0;
    input wire [25:0] in1;
    output reg[31:0] out;
    always @(*)
    begin
        if(select == 0)
        begin
            out <= in0;
        end
        else begin
            out <= {{6{1'b0}},in1};
        end
    end
endmodule 
`timescale 1ns / 1ps
module mux64bit(in0, in1, select, out);
    input wire select; 
    input wire [63:0] in0;
    input wire [63:0] in1;
    output reg[63:0] out;
    always @(*)
    begin
        if(select == 0)
        begin
            out <= in0;
        end
        else begin
            out <= in1;
        end
    end
endmodule 
==> flow/run.sh <==
#!/bin/bash
# OpenROAD 26Q1-2900-gdf79404cd8, Yosys 0.63+post, stock flow scripts
make -C /OpenROAD-flow-scripts/flow DESIGN_CONFIG=/design/flow/config.mk WORK_HOME=/design/flow/orfs finish
==> flow/config.mk <==
export PLATFORM = sky130hd
export DESIGN_NAME = CPU
export DESIGN_NICKNAME = CPU
export VERILOG_FILES = /design/flow/design.v
export SDC_FILE = /design/flow/constraint.sdc
export NUM_CORES = 4
export LEC_CHECK = 1
export CORE_UTILIZATION = 30
==> flow/constraint.sdc <==
current_design CPU

set clk_period 12.4
set clk_io_pct 0.2

create_clock -name clk0 -period $clk_period [get_ports {clk}]

set non_clock_inputs [all_inputs -no_clocks]
set_input_delay [expr $clk_period * $clk_io_pct] -clock clk0 $non_clock_inputs
set_output_delay [expr $clk_period * $clk_io_pct] -clock clk0 [all_outputs]
==> impl_metrics.csv <==
group,metric,value,unit
die,die_h,408,um
run,maxCapViolCount,0,
synthesis,synth-seq-cells,897,
sta,finalSetupTns,0,ns
synthesis,async_reset_ff_share,0,%
synthesis,compound_area_share,6.25,%
clock_tree,clockRootBuffer,"clkbuf_16",
synthesis,adder_share,13.2,%
pwr,finalPower,11.7,mW
clock_tree,cts_setup_buffers,0,
setup_path,path_delay_family,"flip-flops",
synthesis,synth-edff-count,688,
pwr,ir_drop,0.000676,V
hold_path,hp-class,"reg -> reg",
placed_design,gp_congestion,0.945,
final_layout,area_growth,20.0,%
sta,slew_violations,0,
clock_tree,cts_hold_buf,0,
clock_tree,cts_resized,0,
setup_path,crit_chain,"clkdlybuf4s50_1",
final_layout,finalNonFillerCells,7162,
global_route,grt_pass1_vias,36273,
final_layout,drive_gt1_share,9.05,%
synthesis,yosys_warnings,10,
die,fp.dieW,408,um
detailed_routing,vias_per_cell,4.76,
setup_path,arrival,8.32,ns
global_route,use_met3,11.8,%
detailed_routing,avgRoutedWirePerCell,20.7,um
synthesis,synth_xor_xnor_area_share,5.01,%
synthesis,yosysCellCount,4191,
outcome,outcome,"complete, no violations",
global_route,grt_overflow,0,
clock_tree,clock_latency,0.73,ns
placed_design,hpwl,107000,um
global_route,grt.met2_usage,26.8,%
global_route,grt_max_degree,70,
sta,setup_viol,0,
sta,rsz0062_at_grt,"no",
pwr,p_per_area,196,nW/um2
detailed_routing,drtIter0Drc,1801,
setup_path,required,9.92,ns
run,tool_warnings,598,
sta,untimed_endpoints,801,
clock_tree,clk_pin_slew,0.03,ns
placed_design,io_buffers,209,
sta,finalHoldViolCount,0,
sta,slew-limit-headroom,43.3,%
synthesis,avgSynthCellArea,11.8,um2
synthesis,netlist_area,49500,um2
synthesis,yosys_area,49500,um2
global_route,grt_use_total,19.0,%
sta,final.setup_skew,0.0543,ns
die,coreArea,163000,um2
synthesis,synth_cell_type_count,74,
detailed_routing,drc,0,
synthesis,ff_type,"edfxtp_1",
global_route,grtUsageMet1,25.3,%
die,io_pins,210,
clock_tree,cts_buffers,90,
global_route,grt_busiest_layer,"met2",
synthesis,top_logic_kind,"adder cells",
detailed_routing,drt_pre_antenna_iters,5,
setup_path,crit_path_start_kind,"register",
clock_tree,max-clock-path-buffers,3,
placed_design,dp_cells,6451,
setup_path,max_stage_delay,0.76,ns
setup_path,crit_buf_inv,1,
die,std_cell_rows,148,
die,chip_area,167000,um2
sta,worst_pin_slew,0.848,ns
clock_tree,cts-htree-levels,3,
synthesis,netlist_instances,4191,
detailed_routing,drt-total-wl,149000,um
clock_tree,cts_tree,"yes",
setup_path,crit_path_top_delay_cell,"dfxtp_1",
die,fp_util,30.3,%
setup_path,crit_fanout,4,
global_route,antenna_found_initial,8,
detailed_routing,ant_nets,0,
global_route,grt_pass1_wl,224000,um
sta,unclocked_regs,105,
pwr,static-leakage-power,25.2,nW
setup_path,endpoint_kind,"output port",
synthesis,simple_gate_share,10.2,%
setup_path,path_class,"reg -> out",
detailed_routing,num_vias,34073,
synthesis,muxShareOfSynthArea,11.9,%
## where the power goes
part           internal (mW)  total [mW]  switching (mW)
sequential              3.01        3.16           0.147
clock                   1.86        3.45            1.59
combinational           2.62        5.08            2.46
## synth_stat cells, types with 32 or more instances
cell      number  area [um2]
a211oi_1      55         413
a21o_1        35         263
a21oi_1       98         490
a22oi_1       32         240
and2_1       114         713
buf_1         35         131
clkbuf_1     152         571
dfxtp_1      104        2080
dlxtn_1       73        1100
dlxtp_1       32         480
edfxtp_1     688       20700
fa_1         172        3440
ha_1         249        3120
inv_1        317        1190
mux2i_1      206        2060
mux4_2       160        3600
nand2_1      586        2200
nor2_1       312        1170
nor3_1        40         200
o21ai_0      187         936
xnor2_1      195        1710
xor2_1        70         613
## cells by family after synthesis
family	Yosys count
latches	105
DFF	792
muxes	386
AOI/OAI and AO/OA	502
buffers and inverters	544
xor gates and xnor gates	272
and+or+nand+nor	1168
adders and majority gates	421
other	1
## layer usage
| layer | wire (um) | vias up |
|---|---|---|
| met2 | 64200 | 1427 |
| li1 | - | 16115 |
| met1 | 60900 | 16348 |
| met4 | 2690 | 12 |
| met3 | 20300 | 171 |
| met5 | 446 | - |
## cell usage in the layout (no fill, tap or decap), drive strengths merged, types with 13 or more instances in the layout
cell type and instances:
a211oi 55, a21o 35, a21oi 98, a22oi 32
a31oi 14, and2 120, and3 16, buf 93
clkbuf 105, clkdlybuf4s50 209, clkinv 24, dfxtp 104
dlxtn 73, dlxtp 32, edfxtp 688, fa 172
ha 249, inv 880, mux2 19, mux2i 207
mux4 160, nand2 586, nand2b 19, nand3 22
nand4 14, nor2 312, nor3 40, o211ai 13
o21ai 188, xnor2 195, xor2 70
## flip-flops by register name (all words and copies together) (netlist names)
register                                      cells
vector_output_memory                             64
main_memory_output_data_path                     64
vpu.out                                          64
word_output_memory                                8
alu.otp                                           8
vect_value_retrival_And_Update.read_data1        64
reg_value_retrival_And_Update.read_data2          8
instruction                                      32
vect_value_retrival_And_Update.Register_File    192
reg_value_retrival_And_Update.read_data1          8
prc.pc                                           32
temp_reg_data1                                   32
vect_value_retrival_And_Update.read_data2        64
alu.zero                                          1
reg_value_retrival_And_Update.Register_File     256
## area by class of cell
cell class / instances / area (um2)
diodes: 2 / 5.00
inverters: 319 / 1200
fillers: 15638 / 104000
multi-input cells: 2757 / 23200
clock buffers: 105 / 2470
well taps: 2175 / 2720
clock inverters: 605 / 2740
repair buffers: 302 / 2800
flip-flops and latches: 897 / 24300
## worst reg2reg max path: stages (launching register included)
cell      delay, ns
edfxtp_1       0.39
mux4_2         0.47
mux4_2         0.52
mux2i_1        0.36
nor2_1         0.07
## path summary, 6_finish.rpt
| check | from | to | slack [ns] | cells after the start |
|---|---|---|---|---|
| min | main_memory_output_data_path[60] | main_memory_output_data_path[60] | 0.49 | 2 |
| min reg2reg | main_memory_output_data_path[60] | main_memory_output_data_path[60] | 0.49 | 2 |
| max reg2reg | reg_value_retrival_And_Update.Register_File[24][6] | reg_value_retrival_And_Update.read_data2[6] | 4.25 | 4 |
| max | prc.pc[31] | pc_inst_addr[31] | 1.60 | 1 |
## metrics by stage
stage | setup WS, ns | utilization (%) | hold WS (ns) | cell area, um2
detailed placement | 2.33 | 33.2 | 0.482 | 54200
CTS | 1.57 | 36.4 | 0.493 | 59400
finish | 1.60 | 36.4 | 0.487 | 59400
global placement | 2.32 | 33.2 | 0.480 | 54200
global route | 1.54 | 36.4 | 0.517 | 59400
floorplan | 3.01 | - | 0.443 | 49500
Power figures rest on the tool's default switching activity, not on a simulated workload.
